==> flow/design.v <==
module bancoRegistrador(clk,reset,rs1, rs2, data, rd, wEn, r1, r2);
	parameter XLEN=32;
	parameter AMOUNT=16;
	parameter ADDRESSLEN=5;
	input [ADDRESSLEN-1:0] rs1, rs2, rd;
	input wEn, reset;
	input [XLEN-1:0] data;
	input clk;
	output reg [XLEN-1:0] r1, r2;
	reg [XLEN-1:0] registers [AMOUNT-1:0];
	always @* begin
		if (reset) begin
			registers[0]  <= 0;
			registers[1]  <= 0;
			registers[2]  <= 0;
			registers[3]  <= 0;
			registers[4]  <= 0;
			registers[5]  <= 0;
			registers[6]  <= 0;
			registers[7]  <= 0;
			registers[8]  <= 0;
			registers[9]  <= 0;
			registers[10] <= 0;
			registers[11] <= 0;
			registers[12] <= 0;
			registers[13] <= 0;
			registers[14] <= 0;
			registers[15] <= 0;
		end
		if (wEn) registers[rd] <= data;
	end
	always @(negedge clk) begin
		if (rs1 == 0)
			r1 <= 'b0;
		else
			r1 <= registers[rs1];
		if (rs2 == 0)
			r2 <= 'b0;
		else
			r2 <= registers[rs2];
	end
endmodule
==> flow/run.sh <==
#!/bin/bash
# OpenROAD 26Q1-2900-gdf79404cd8, Yosys 0.63+post, stock flow scripts
make -C /OpenROAD-flow-scripts/flow DESIGN_CONFIG=/design/flow/config.mk WORK_HOME=/design/flow/orfs finish
==> flow/config.mk <==
export PLATFORM = sky130hd
export DESIGN_NAME = bancoRegistrador
export DESIGN_NICKNAME = bancoRegistrador
export VERILOG_FILES = /design/flow/design.v
export SDC_FILE = /design/flow/constraint.sdc
export NUM_CORES = 4
export LEC_CHECK = 1
export CORE_UTILIZATION = 40
==> flow/constraint.sdc <==
current_design bancoRegistrador

set clk_period 10.3
set clk_io_pct 0.2

create_clock -name clk0 -period $clk_period [get_ports {clk}]

set non_clock_inputs [all_inputs -no_clocks]
set_input_delay [expr $clk_period * $clk_io_pct] -clock clk0 $non_clock_inputs
set_output_delay [expr $clk_period * $clk_io_pct] -clock clk0 [all_outputs]
==> results.py <==
# Generated from Yosys and OpenROAD reports
metrics = {
    "route": {
        "postRouteAntennaNets": 0,
        "totalWireLength_mm": 115,
        "routedWlPerCell_um": 25.9,
        "route.detailed.vias_per_inst": 6.06,
        "routed-via-count": 27000,
        "detail_route.first_pass.iterations": 7,
        "initialDrtViolationCount": 3408,
        "drt_drc_violations_left": 0,
    },
    "yosys": {
        "post_synth_num_cell_types": 58,
        "synth-edff-count": 0,
        "numSynthFlops": 576,
        "yosys-stat-cells": 3666,
        "synth_top_flop_cell": "dlxtn_1",
        "ys.warnings.count": 514,
        "postSynthCellCount": 3666,
        "syn_avg_cell_area_um2": 7.15,
        "mappedNetlistArea_mm2": 0.0262,
        "asyncSetResetFlopFracSynth": 0,
        "chip_area_from_the_yosys_synthesis_statistics_mm2": 0.0262,
    },
    "worst_hold_path": {
        "hold_path_class": "in -> reg",
        "min_to": "r2[24]",
        "min_path_cells": 3,
        "min-delay-start": "rs2[4]",
    },
    "die": {
        "floorplan.die_area_mm2": 0.0666,
        "die-height_um": 258,
        "standard_cell_core_area_mm2": 0.0646,
        "initial_utilization": 0.406,
        "num_rows": 93,
        "ios": 114,
        "fp.dieW_um": 258,
    },
    "cells_and_area": {
        "post_route_cells_drive_above_1_share": 0.0665,
        "area.growth.synth_to_final_pct": 8.70,
    },
    "placed_design": {
        "preCtsSetupSlack_ps": 817,
        "gp_routability_congestion": 0.971,
        "hpwlAfterDp_mm": 71.0,
        "numPortBuffers": 112,
    },
    "timing": {
        "finalSetupViolations": 0,
        "setup_ws_ps": 1050,
        "register_pins_left_without_a_clock": 512,
        "totalNegativeSetupSlack_ps": 0,
        "rsz_0062_raised_after_global_routing": "no",
        "report.final.slew_viol_count": 0,
        "timing.final.hold_violations": 0,
        "untimed_endpoints": 512,
        "max_slew.worst_pin.slew_ps": 1280,
        "timing.hold.ws_ps": 7390,
        "slew_headroom": 0.146,
    },
    "clocking": {
        "cts_setup_buffers": 0,
        "numCtsBuffers": 9,
        "cts-root-buf": "clkbuf_16",
        "htreeDepth": 3,
        "postCtsHoldBufs": 0,
        "clk_path_buf_depth": 2,
        "worst_setup_hold_path_clk_slew_ps": 30,
        "post_cts_resize_count": 0,
        "cts_tree": "done",
    },
    "power_and_ir_drop": {
        "design_power_total_mw": 1.53,
        "cellPowerDensity_mw_per_mm2": 53.7,
        "static-leakage-power_nw": 10.2,
        "vdd.ir_drop.worst_v": 0.0000924,
    },
    "worst_setup_path": {
        "critical_path_class": "in -> reg",
        "critPathRequiredTime_ps": 5420,
        "critical_path.max_fanout": 19,
        "end_kind": "flop",
        "worst_setup_path_start_kind": "input port",
        "crit_arrival_ps": 4370,
    },
    "global_routing": {
        "grt_start_max_net_pins": 197,
        "first_global_vias": 24900,
        "antenna_found_initial": 6,
        "grt_pass1_wl_mm": 167,
        "grt.total_usage": 0.349,
        "globalRoute.totalOverflow": 0,
    },
    "job": {
        "maxCapViolations": 0,
        "stage_log_warnings": 96,
    },
    "run_status": {
        "run_status": "complete, no violations",
    },
}
-- synth_stat cells, types with 5 or more instances --
cell	instances	share of area
o31ai_1	27	0.0077
nand2_1	587	0.084
a311oi_1	6	0.0020
nand2b_1	502	0.12
inv_1	29	0.0042
o22ai_1	114	0.027
nor4_1	30	0.0072
a21oi_1	152	0.029
o311ai_0	8	0.0027
or3_1	20	0.0048
nor3_1	15	0.0029
a22oi_1	179	0.051
a31oi_1	11	0.0026
a222oi_1	20	0.0076
mux2i_1	138	0.053
mux2_2	35	0.015
nor2b_1	37	0.0088
dfxtp_1	64	0.049
dlxtn_1	512	0.29
nor2_1	139	0.020
clkbuf_1	218	0.031
clkbuf_2	7	0.0013
buf_1	9	0.0013
o21ai_0	509	0.097
buf_6	7	0.0030
buf_4	23	0.0066
o311ai_1	11	0.0037
o32ai_1	5	0.0017
a221oi_1	7	0.0023
nand3_1	14	0.0027
buf_2	124	0.024
a22o_1	63	0.021
-- worst max path at each step --
stage / from / end / slack, ps / cells past startpoint
CTS: rs1[2] / r1[8] / 1270 / 6
global route: rs1[2] / r1[22] / 1100 / 6
finish: rs1[2] / r1[22] / 1050 / 6
-- registers in the layout, summed over array words and instances (netlist names) --
name       count
r1            32
r2            32
registers    512
-- worst max-delay path: stages --
cell and delay (ps):
buf_2 440, and3_1 1120, nand2_1 110, o21ai_0 110
a22oi_1 80, a31oi_1 440
-- cells by family after synthesis --
group           synth area share
mux                       0.0686
flops                     0.0489
simple gates               0.255
compound gates             0.263
buf+inv                   0.0715
latches                    0.293
-- routing by layer --
| metal | vias up | share of wire | GRT usage |
|---|---|---|---|
| met2 | 1879 | 0.41 | 0.490 |
| met3 | 357 | 0.14 | 0.135 |
| met4 | 4 | 0.047 | 0.138 |
| met1 | 12200 | 0.40 | 0.487 |
| met5 | - | 0.00020 | 0.00214 |
| li1 | 12500 | - | - |
-- power by group --
part           internal, mW  leakage [nW]  total [mW]  switching (mW)
Clock                 0.292         0.519       0.519           0.227
Combinational         0.178          5.28       0.579           0.400
Sequential            0.392          4.43       0.432          0.0402
-- stage by stage --
step	std cells	util	area, um^2
after floorplan	3666	-	26200
after global placement	4369	0.432	27900
after detailed placement	4369	0.432	27900
after CTS	4448	0.441	28500
after global routing	4450	0.441	28500
final	4453	0.441	28500
-- placed cells by master (no fill, tap or decap), types with 14 or more instances in the layout --
cell type,instances
dfxtp_1,64
mux2i_1,138
a21oi_1,152
nor2b_1,30
inv_1,94
dlxtn_1,512
nand2b_1,502
a222oi_1,20
a22o_1,63
mux2_2,35
o22ai_1,114
nor4_1,30
buf_4,124
nor2_1,109
o21ai_0,509
a22oi_1,179
o31ai_1,27
or3_1,20
nor2_4,28
nand3_1,14
nand2_1,585
clkdlybuf4s50_1,101
-- cell type report --
cell class | instances | area (um^2)
Fill cell | 6449 | 36100
Multi-Input combinational cell | 2671 | 15700
Sequential cell | 576 | 8970
Timing Repair Buffer | 236 | 2080
Tap cell | 855 | 1070
Clock inverter | 71 | 373
Clock buffer | 9 | 225
Inverter | 30 | 113
Antenna cell | 5 | 12.5
No activity file was given, so power comes from the tool's default toggle rates.
