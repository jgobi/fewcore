===== run.sh =====
#!/bin/bash
# OpenROAD 26Q1-2900-gdf79404cd8, Yosys 0.63+post, stock flow scripts
make -C /OpenROAD-flow-scripts/flow DESIGN_CONFIG=/design/flow/config.mk WORK_HOME=/design/flow/orfs finish

===== config.mk =====
export PLATFORM = sky130hd
export DESIGN_NAME = execute
export DESIGN_NICKNAME = execute
export VERILOG_FILES = /design/flow/design.v
export SDC_FILE = /design/flow/constraint.sdc
export NUM_CORES = 4
export LEC_CHECK = 1
export CORE_UTILIZATION = 30

===== constraint.sdc =====
current_design execute

set clk_period 22.8
set clk_io_pct 0.2

create_clock -name clk0 -period $clk_period

set non_clock_inputs [all_inputs -no_clocks]
set_input_delay [expr $clk_period * $clk_io_pct] -clock clk0 $non_clock_inputs
set_output_delay [expr $clk_period * $clk_io_pct] -clock clk0 [all_outputs]

===== design.v =====
module alu(clk,operation,opr1,opr2,pc,alu_out,zero);
parameter XLEN = 32;
input clk;
input [11:0] operation;  
input [XLEN-1:0] opr1;
input [XLEN-1:0] opr2;
input [XLEN-1:0] pc;
output reg [XLEN-1:0] alu_out;
output reg zero;
	always @*
	 begin
		case (operation)
			12'b000000010011,12'b000000110011, 12'b000000000011,12'b000010000011,12'b000100000011,12'b001000000011,12'b001010000011,12'b000000100011,12'b000010100011,12'b000100100011: begin  
				alu_out <= opr1 + opr2;
				zero    <= 1'b0;
			end
			12'b100000110011: begin  
				alu_out <= opr1 - opr2;
				zero    <= 1'b0;
			end
			12'b001110010011,12'b001110110011: begin  
				alu_out <= opr1 & opr2;
				zero    <= 1'b0;
			end
			12'b001000010011,12'b001000110011: begin  
				alu_out <= opr1 ^ opr2;
				zero    <= 1'b0;
			end
			12'b001100010011,12'b001100110011: begin  
				alu_out <= opr1 | opr2;
				zero    <= 1'b0;
			end
			12'b000100010011,12'b000100110011: begin  
				alu_out <= $signed(opr1) < $signed(opr2);
				zero    <= 1'b0;
			end
			12'b000110010011,12'b000110110011: begin  
				alu_out <= opr1 < opr2;
				zero    <= 1'b0;
			end
			12'b000001100011: begin  
				alu_out <= 'b0;
				zero    <= opr1 == opr2;
			end
			12'b001011100011: begin  
				alu_out <= 'b0;
				zero    <= $signed(opr1) >= $signed(opr2);
			end
			12'b000011100011: begin  
				alu_out <= 'b0;
				zero    <= !(opr1 == opr2);
			end
			12'b001001100011: begin  
				alu_out <= 'b0;
				zero    <= $signed(opr1) <= $signed(opr2);
			end
			12'b001101100011: begin  
				alu_out <= 'b0;
				zero    <= opr1 <= opr2;
			end
			12'b001111100011: begin  
				alu_out <= 'b0;
				zero    <= opr1 >= opr2;
			end
			12'b001010110011,12'b001010010011: begin  
				alu_out <= opr1 >> opr2[4:0];
				zero    <= 1'b0;
			end
			12'b000010110011,12'b000010010011: begin  
				alu_out <= opr1 << opr2[4:0];
				zero    <= 1'b0;
			end
			12'b101010110011,12'b011010010011: begin  
				alu_out <= opr1 >>> opr2[4:0];
				zero    <= 1'b0;
			end
			12'b000001101111,12'b000001100111: begin  
				alu_out <= pc + 3'b100;
				zero    <= 1'b1;
			end
			12'b000000010111: begin  
				alu_out <= pc + opr2;
				zero    <= 1'b0;
			end
			12'b000000110111: begin  
				alu_out <= opr2;
				zero    <= 1'b0;
			end
			default: begin  
				alu_out <= 'b1;
				zero    <= 1'b0;
			end
		endcase
	end
endmodule
module execute(clk,operation,rs1,rs2,imm,fwd,rs1_fwd,rs2_fwd,pc,reset,isBranch,new_pc,execOut,originPc, memData, resultALU, isStore);
parameter  XLEN = 32;
input clk;
input [11:0] operation;  
input [XLEN-1:0] rs1;
input [XLEN-1:0] rs2;
input [XLEN-1:0] imm, fwd;
input rs1_fwd;
input rs2_fwd;
input [XLEN-1:0] pc;
input reset;
input isBranch;
input [31:0] memData;
output reg [XLEN-1:0] new_pc;  
output originPc;  
output reg [XLEN-1:0] execOut;
output [XLEN-1:0] resultALU;
output reg isStore;
wire zero;
wire [31:0] operando1, operando2;
assign originPc = isBranch & zero;
assign operando1 = rs1_fwd ? fwd : rs1;
assign operando2 = ((operation[6:0] == 7'b0110011 || operation[6:0] == 7'b1100011)) ? (rs2_fwd ? fwd : rs2) : imm;
alu alu_m(
	.clk(clk),
	.operation(operation),
	.opr1(operando1),
	.opr2(operando2),
	.pc(pc),
	.alu_out(resultALU),
	.zero(zero)
);
wire [XLEN-1:0] new_pc_intermediario;
assign new_pc_intermediario = operando1 + imm;
always @* begin
	case(operation[9:0])
		10'b0001100111: begin  
			new_pc <= {new_pc_intermediario[31:1], 1'b0};
		end
		default: begin
			new_pc <= pc + imm;
		end
	endcase
end
always @* begin
	case(operation[9:0])
		10'b0000000011: begin  
			execOut <= {{24{memData[31]}}, memData[31:24]};
		end
		10'b0010000011: begin  
			execOut <= {{16{memData[31]}}, memData[31:16]};
		end
		10'b0100000011: begin  
			execOut <= memData;
		end
		10'b1000000011: begin  
			execOut <= {{24{1'b0}}, memData[31:24]};
		end
		10'b1010000011: begin  
			execOut <= {{16{1'b0}}, memData[31:16]};
		end
		default:  
			execOut <= resultALU;
	endcase
	case(operation[6:0])
		7'b0100011: begin
			isStore <= 1'b1;
		end
		default: begin
			isStore <= 1'b0;
		end
	endcase
end
endmodule

==> Slide: Implementation Results <==
Physical Implementation Snapshot

Synth
  – Area reported by Yosys stat: 0.0162 mm^2
  – Seq/Total Area, Yosys: 0%
  – Synth top cell by count: a21oi_1
  – Yosys warning total: 2
  – Cells after Synth: 2468
  – Syn_area_per_cell: 6.56 um^2
  – Post-synth cell types: 110
  – Mapped Area: 0.0162 mm^2
  – Yosys top cell by area: ha_1
  – Commonest cells in the netlist: a21oi_1 (262), nand2_1 (251), nor2_1 (216)
  – Cell total in the yosys stat output: 2468
  – Cell area leaders: ha_1 (12%), a21oi_1 (8.1%), mux2i_1 (7.9%), nand2_1 (5.8%), o21ai_0 (5.8%)
  – Synth top area share: 12.2%

STA
  – Final hold viol count: 0
  – Fmax: 61.3 MHz
  – Pins Over Slew Limit: 0
  – RSZ-0062 raised after global routing: no
  – Tcrit/Tclk final: 71.6%
  – Tightest Pin Transition: 962 ps
  – Setup TNS: 0 ps
  – Hold WS: 10070 ps
  – Final min period: 16320 ps
  – Relative slew margins: 35.2%
  – Final setup vio count: 0

Setup path
  – Crit path DAT: 11760 ps
  – Worst setup SP type: input pin
  – Critical path class: in -> out
  – Req. time, crit path: 18240 ps
  – CP max FO: 46
  – Critical path endpoint category: primary output

Power
  – Switching power: 339 uW
  – Total Power: 550 uW
  – Cell internal pwr: 211 uW
  – Leakage: 0.00822 uW
  – Switching Share: 61.6%
  – VDD IR-drop max: 13.1 uV
  – PwrDens: 27.2 mW/mm^2

Placement
  – GP Congestion: 1.10
  – Placed Area: 0.0202 mm^2
  – Buffers on Ports: 305
  – DP HPWL: 84.8 mm

Routing
  – Via density: 6.42
  – Final WL: 104 mm
  – Final ANT Viol Nets: 0
  – Mean routed wirelength per cell: 30.7 um
  – DRT Pass-1 Iters: 8
  – DR iter-0 viols: 2587
  – Vias: 21800
  – Number of remaining DRC errors: 0

Finish
  – Share of cells above drive strength 1: 6.82%
  – Reg area: 0 um^2
  – Clk_buf instances: 0
  – Seq_cells: 0
  – Fillcell total: 5636
  – P&R area growth vs syn: 24.7%
  – Cell area after layout: 0.0202 mm^2

Hold path
  – Hold crit path type: in -> out

Floorplanning
  – Die X: 234 um
  – Row count: 84
  – Pre-Place Util: 30.6%
  – Die Y-Extent: 234 um
  – I/O pin cnt: 307
  – Core Area: 0.0530 mm^2
  – Die area: 0.0549 mm^2

Global routing
  – Largest net degree at the start of global routing: 61
  – Initial antenna violation count: 3
  – Global route overflow: 0
  – Global Route Usage Sum: 37.7%
  – First-pass GRT wire length: 146 mm
  – Vias in the first global route: 20300

Run
  – Max Cap Viol: 0
  – Number of warnings in the stage logs: 69

Clock tree
  – PostCTS Resize Cnt: 0
  – # hold bufs at CTS: 0
  – Post-CTS Setup Bufs: 0

Outcome
  – Status: finished clean
## worst max-delay path: stages
cell and delay, ps:
clkdlybuf4s50_1 700, nor4b_1 670, nand4_4 540, buf_4 470, a21oi_1 370, ha_1 380, o31a_1 300, a21oi_1 150
o21ai_0 120, a22oi_1 680, o21ai_1 230, maj3_1 460, a21oi_1 430, o31ai_1 160, xnor2_1 340, o221ai_1 280
a221o_1 430, clkdlybuf4s50_1 410
## cells by family (layout without fill, tap and decap cells)
family                   Yosys count  after routing  share of synthesized area [%]
adder cells (fa/ha/maj)          165            165                           12.8
multiplexers                     149            149                           10.1
XOR/XNOR                         130            130                           7.22
AND-OR/OR-AND                    932            932                           38.5
AND/OR/NAND/NOR                  817            817                           24.5
buffers and inverters            275            519                           6.83
other                              0              1                              0
## final timing paths
| path | to | slack (ps) | cells after the start | start |
|---|---|---|---|---|
| worst max-delay path | execOut[24] | 6480 | 18 | operation[9] |
| worst min-delay path | execOut[17] | 10070 | 4 | memData[17] |
## final cells by class
type	instances	area (um^2)	share of cell area, %
Inverter	119	447	2.21
Timing Repair Buffer	400	3760	18.6
Multi-Input combinational cell	2193	15100	74.9
Antenna cell	1	2.50	0.0124
Tap cell	688	861	4.26
## power by group through the flow
stage / logic [uW] / clock network (uW) / registers [uW]
after CTS: 533 / 0 / 0
after global routing: 583 / 0 / 0
## placed cells by master, fill, tap and decap left out, types with 12 or more instances in the layout
cell | Yosys | routed
a31oi_1 | 32 | 32
a221oi_1 | 29 | 29
a311oi_1 | 22 | 22
xnor2_1 | 73 | 73
nand2_1 | 251 | 251
a21oi_1 | 262 | 262
and3_1 | 29 | 29
o21ai_0 | 187 | 187
a211oi_1 | 51 | 51
o221ai_1 | 17 | 17
clkdlybuf4s50_1 | 0 | 303
a22oi_1 | 13 | 13
nor3_1 | 50 | 50
a21o_1 | 48 | 48
inv_1 | 110 | 110
xor2_1 | 53 | 53
and2_1 | 16 | 15
nor2b_1 | 13 | 13
nand4_1 | 32 | 32
o21a_1 | 12 | 12
a21boi_0 | 13 | 13
nand2b_1 | 22 | 22
o21bai_1 | 15 | 15
nor4_1 | 29 | 28
mux2i_1 | 128 | 128
ha_1 | 158 | 158
a222oi_1 | 17 | 17
buf_4 | 3 | 95
a221o_1 | 22 | 22
o31ai_1 | 15 | 15
o211ai_1 | 43 | 43
nand3_1 | 81 | 80
nor2_1 | 216 | 216
o22ai_1 | 17 | 17
a211o_1 | 12 | 12
## metrics by stage
| stage | utilization [%] | worst slack (ps) | cells |
|---|---|---|---|
| floorplan | - | 9080 | 2468 |
| global placement | 38.1 | 6730 | 3400 |
| detailed placement | 38.1 | 6720 | 3400 |
| CTS | 38.1 | 6700 | 3400 |
| global route | 38.1 | 6130 | 3400 |
| finish | 38.1 | 6480 | 3401 |
## layer usage
| layer | GRT usage [%] | routed length (um) | vias up |
|---|---|---|---|
| met4 | 15.4 | 5180 | 2 |
| li1 | - | - | 9883 |
| met2 | 52.9 | 42600 | 1285 |
| met5 | 0 | 13 | - |
| met1 | 53.1 | 44900 | 10500 |
| met3 | 11.4 | 11700 | 204 |
No activity file was given, so power comes from the tool's default toggle rates.
