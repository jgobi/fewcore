==> ./design.v <==
module memData(clk,writeAddress,readAddress,data,writeEnabled,readEnabled,out);
	parameter XLEN = 32;
	parameter TAM = 32;
	parameter ADDRESSLEN = 32;
	input clk,writeEnabled,readEnabled;
	input [(ADDRESSLEN - 1):0] writeAddress,readAddress;
	input [(XLEN-1):0] data;
	output reg [(XLEN - 1):0] out;
	reg [(XLEN - 1):0] mem [(TAM-1):0];
	always @(writeEnabled) begin
		if (writeEnabled)
			mem[writeAddress[ADDRESSLEN-1:2]] <= data;
	end
	always @(negedge clk) begin
		if (readEnabled)
			out <= mem[readAddress[ADDRESSLEN-1:2]];
	end
endmodule
==> ./run.sh <==
#!/bin/bash
# OpenROAD 26Q1-2900-gdf79404cd8, Yosys 0.63+post, stock flow scripts
make -C /OpenROAD-flow-scripts/flow DESIGN_CONFIG=/design/flow/config.mk WORK_HOME=/design/flow/orfs finish
==> ./config.mk <==
export PLATFORM = sky130hd
export DESIGN_NAME = memData
export DESIGN_NICKNAME = memData
export VERILOG_FILES = /design/flow/design.v
export SDC_FILE = /design/flow/constraint.sdc
export NUM_CORES = 4
export LEC_CHECK = 1
export CORE_UTILIZATION = 40
==> ./constraint.sdc <==
current_design memData

set clk_period 9.4
set clk_io_pct 0.2

create_clock -name clk0 -period $clk_period [get_ports {clk}]

set non_clock_inputs [all_inputs -no_clocks]
set_input_delay [expr $clk_period * $clk_io_pct] -clock clk0 $non_clock_inputs
set_output_delay [expr $clk_period * $clk_io_pct] -clock clk0 [all_outputs]
==> ci_impl_report.md <==
### Metrics collected by this job

| Metric | Value |
|---|---|
| Status | finished, final reports clean |
| Synth cell types | approximately 59 |
| Crit start category | input port |
| Syn Inst Count | 2150 |
| CTS root buffer | clkbuf_16 |
| Final-report hold violation count | 0 |
| Final Wtd Congestion | 0.9744 |
| Yosys chip area | 23650 µm² |
| Max-cap violations | 0 |
| Placed Instance Area | between 20000 and 30000 µm² |
| CTS Hold Bufs | 0 |
| Vias in the first global route | around 18000 |
| Layout cells sized above 1 | between 10% and 20% |
| Largest net degree at the start of global routing | 33 |
| Final instance area | approximately 27000 µm² |
| Number of enable flip-flop cells | 32 |
| Leakage | approximately 12 nW |
| Io pins | approximately 130 |
| Hold Path Stages | 1 |
| Post-cts repair resize count | 0 |
| Initial antenna violation count | 1 |
| H-tree levels | 2 |
| CP max FO | 20 |
| Cell Area, Synth | roughly 24000 µm² |
| Hold worst-path end | out[23]$_DFFE_NP_ |
| Dominant flop cell | dlxtn_1 |
| Synth async-reset ratio | 0% |
| Global route total overflow | 0 |
| Setup_tns | 0 ns |
| Rel. slew slack | 32.61% |
| Worst-margin pin slew | 1.008 ns |
| Clock Tree Buf Depth | 2 |
| Critical path class | input port to register |
| Registers, synthesis | 1056 |
| Hold crit path type | input port to register |
| DRC violations left | 0 |
| Hold WS | ~6.8 ns |
| Register pins left without a clock | 1024 |
| Syn avg cell area | approximately 11 µm² |
| Endpoints left unconstrained | slightly above 1000 |
| Core outline area | 58030 µm² |
| Crit end category | register |
| Chip width | about 250 µm |
| Antenna diodes | 0 |
| P per Cell Area | 48.31 nW/µm² |
| Min-delay src | readEnabled |
| CTS tree | built |
| Row cnt | a little under 90 |
| Full die area | approximately 60000 µm² |
| RSZ-0062 raised after global routing | false |
| Core Util at FP | about two fifths |
| Most frequent cells in the layout | 1024 x dlxtn_1, 320 x a22oi_1, 163 x buf_4 |
| # Cells Yosys | 2150 |
| Slew Limit Fails | 0 |
| Log Warnings | approximately 110 |
| Area added between synthesis and finish | 12.22% |
| Clock input transition at the sequential cells of the worst setup and hold paths | about 0.050 ns |
| Starting DRT DRC Count | around 1600 |
| Die H | 245.1 µm |
| DRT Wirelength | around 96000 µm |
| WL/cell | 31.01 µm |
| Commonest Layout Cell | dlxtn_1 |
| GRT Overall Usage | around a third |
| Vias per cell | approximately 6.1 |
| Synth warn | 2 |
| Final ANT Viol Nets | 0 |
| TritonCTS buffer count | 5 |
| Global-route wire length before repair | around 140000 µm |
| Max IR drop VDD | around 0.000073 V |
| WP data required | just under 5 ns |
| Number of post-CTS setup repair buffers | 0 |
| Vias post-DR | 18900 |
| Placed wire-length estimate | around 57000 µm |
| IO buf count | roughly 76 |
| Final tally of setup violations | 0 |
| Drt pass-1 iters | 7 |
| Worst EP arrival | approximately 4.5 ns |
synthesized netlist by cell type (all sizes together) (26+ instances only):
library cell	count	area, µm²
a21oi	38	190.2
a221oi	31	271.5
a22o	46	402.9
a22oi	320	2402
buf	87	533.0
clkbuf	30	112.6
dlxtn	1024	15400
edfxtp	32	960.9
mux2i	28	280.3
nand2	114	427.9
nand4	44	275.3
nor2	85	389.1
nor3	26	156.4
worst max path at each step:
stage | start | endpoint | slack, ns | depth (start not counted)
6_report | readAddress[6] | out[18]$_DFFE_NP_ | 0.35 | 9
5_1_grt | readAddress[2] | out[7]$_DFFE_NP_ | 0.38 | 9
4_1_cts | readAddress[2] | out[7]$_DFFE_NP_ | 0.55 | 9
registers in the layout (all words and copies together) (netlist names):
register and cells:
out 32, mem 1024
logic make-up after synthesis:
family	count (synthesis)	synth area share, %
simple gates	371	8.123
buf+inv	120	2.778
latches	1024	65.13
compound gates	552	17.68
mux	51	2.328
flops	32	4.064
critical path: stages:
cell	delay, ns
buf_4	0.33
or3b_2	0.50
nor2_2	0.07
buf_4	0.27
a22oi_1	0.22
nand4_1	0.16
a2111oi_0	0.74
buf_4	0.23
a21oi_1	0.05
area by class of cell:
class	instances	area [µm²]
inverter	2	7.507
multi-input combinational	974	6714
clock buffer	5	125.1
fill	5149	31490
timing repair buffer	251	2210
tap	765	957.2
clock inverter	35	185.2
sequential	1056	16340
layer usage:
layer	track usage, %	routed length [µm]	part of all wire, %
met1	45.76	36760	38
met2	47.83	40790	43
met3	14.23	12930	13
met4	13.86	5156	5.4
met5	1.389	132	0.14
metrics by stage:
step                util, %  setup WS, ns  std cells  power, mW
floorplan                 -         1.054       2150     0.7285
global placement      45.20        0.1286       3049     0.9682
detailed placement    45.20        0.1258       3049     0.9783
CTS                   45.73        0.5455       3088      1.292
global route          45.73        0.3815       3088      1.350
finish                45.73        0.3519       3088      1.282
where the power goes:
| group | switching, mW | total, mW | internal (mW) |
|---|---|---|---|
| Clock | 0.144 | 0.315 | 0.171 |
| Sequential | 0.0579 | 0.541 | 0.484 |
| Combinational | 0.268 | 0.426 | 0.158 |
| Total | 0.470 | 1.28 | 0.812 |
Power is estimated from default activity; no workload was simulated.
